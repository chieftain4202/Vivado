==> ./design.v <==
`timescale 1ns / 1ps
module fifo #(
    parameter DEPTH = 4,
    BIT_WIDTH = 8
) (
    input        clk,
    input        rst,
    input        push,
    input        pop,
    input  [7:0] push_data,
    output [7:0] pop_data,
    output       full,
    output       empty
);
    wire [$clog2(DEPTH) - 1:0] w_wptr, w_rptr;
    register_file #(
        .DEPTH(DEPTH),
        .BIT_WIDTH(BIT_WIDTH)
    ) U_REG_FILE (
        .clk(clk),
        .push_data(push_data),
        .w_addr(w_wptr),
        .r_addr(w_rptr),
        .we(push & (~full)),
        .pop_data(pop_data)
    );
    control_unit #(
        .DEPTH(DEPTH)
    ) U_CONTROL_UNIT (
        .clk  (clk),
        .rst  (rst),
        .push (push),
        .pop  (pop),
        .wptr (w_wptr),
        .rptr (w_rptr),
        .full (full),
        .empty(empty)
    );
endmodule
module register_file #(
    parameter DEPTH = 4,
    BIT_WIDTH = 8
) (
    input                            clk,
    input      [    BIT_WIDTH - 1:0] push_data,
    input      [$clog2(DEPTH) - 1:0] w_addr,
    input      [$clog2(DEPTH) - 1:0] r_addr,
    input                            we,
    output  [    BIT_WIDTH - 1:0] pop_data
);
    reg [BIT_WIDTH - 1:0] register_file[0:DEPTH - 1];
    always @(posedge clk) begin
        if (we) begin
            register_file[w_addr] <= push_data;
        end  
    end
    assign pop_data = register_file[r_addr];
endmodule
module control_unit #(
    parameter DEPTH = 4
) (
    input clk,
    input rst,
    input push,
    input pop,
    output [$clog2(DEPTH) - 1:0] wptr,
    output [$clog2(DEPTH) - 1:0] rptr,
    output full,
    output empty
);
    reg [1:0] c_state, n_state;
    reg [$clog2(DEPTH) - 1:0] wptr_reg, wptr_next, rptr_reg, rptr_next;
    reg full_reg, full_next, empty_reg, empty_next;
    assign wptr  = wptr_reg;
    assign rptr  = rptr_reg;
    assign full  = full_reg;
    assign empty = empty_reg;
    always @(posedge clk, posedge rst) begin
        if (rst) begin
            c_state   <= 2'b00;
            wptr_reg  <= 0;
            rptr_reg  <= 0;
            full_reg  <= 0;
            empty_reg <= 1'b1;
        end else begin
            c_state   <= n_state;
            wptr_reg  <= wptr_next;
            rptr_reg  <= rptr_next;
            full_reg  <= full_next;
            empty_reg <= empty_next;
        end
    end
    always @(*) begin
        n_state = c_state;
        wptr_next = wptr_reg;
        rptr_next = rptr_reg;
        full_next = full_reg;
        empty_next = empty_reg;
        case ({
            push, pop
        })
            2'b10: begin
                if (!full) begin
                    wptr_next  = wptr_reg + 1;
                    empty_next = 1'b0;
                    if (wptr_next == rptr_reg) begin
                        full_next = 1'b1;
                    end
                end
            end
            2'b01: begin
                if (!empty) begin
                    rptr_next = rptr_reg + 1;
                    full_next = 1'b0;
                    if (wptr_reg == rptr_next) begin
                        empty_next = 1'b1;
                    end
                end
            end
            2'b11: begin
                if (full_reg == 1'b1) begin
                    rptr_next = rptr_reg + 1;
                    full_next = 1'b0;
                end else if (empty_reg == 1'b1) begin
                    wptr_next  = wptr_reg + 1;
                    empty_next = 1'b0;
                end else begin
                    wptr_next = wptr_reg + 1;
                    rptr_next = rptr_reg + 1;
                end
            end
        endcase
    end
endmodule
==> ./run.sh <==
#!/bin/bash
# OpenROAD 26Q1-2900-gdf79404cd8, Yosys 0.63+post, stock flow scripts
make -C /OpenROAD-flow-scripts/flow DESIGN_CONFIG=/design/flow/config.mk WORK_HOME=/design/flow/orfs finish
==> ./config.mk <==
export PLATFORM = sky130hd
export DESIGN_NAME = fifo
export DESIGN_NICKNAME = fifo
export VERILOG_FILES = /design/flow/design.v
export SDC_FILE = /design/flow/constraint.sdc
export NUM_CORES = 4
export LEC_CHECK = 1
export CORE_UTILIZATION = 30
==> ./constraint.sdc <==
current_design fifo

set clk_period 2.0
set clk_io_pct 0.2

create_clock -name clk0 -period $clk_period [get_ports {clk}]

set non_clock_inputs [all_inputs -no_clocks]
set_input_delay [expr $clk_period * $clk_io_pct] -clock clk0 $non_clock_inputs
set_output_delay [expr $clk_period * $clk_io_pct] -clock clk0 [all_outputs]
==> job_summary.md <==
## PnR job results

| Metric | Value |
|---|---|
| Highest-count logic cell in the final layout | `edfxtp_1` |
| Total number of vias | `slightly above 800` |
| Peak supply drop | `between 0.4 and 0.5 mV` |
| Die x size | `approximately 75 µm` |
| Final setup viols | `0` |
| FP Util | `0.311` |
| CP arrival | `between 1.5 and 2 ns` |
| Leading area contributor after synthesis | `edfxtp_1` |
| Pin count of the biggest net entering global routing | `13` |
| Comb pwr share | `0.328` |
| Max FFs per register | `32` |
| Sw Pwr | `~0.7 mW` |
| Critical R2R Capture | `U_CONTROL_UNIT.full_reg$_DFFE_PP0P_` |
| Core footprint | `just over 5000 µm²` |
| Initial antenna violation count | `0` |
| Final Hold Viols | `0` |
| Antenna fix cells | `0` |
| P_int | `2.17 mW` |
| Clk_skew | `around 0.0024 ns` |
| Slowest stage delay, CP | `approximately 0.47 ns` |
| Clock Power Share | `0.259` |
| R2r setup slk | `0.43 ns` |
| IO Pins | `22` |
| Syn. warnings | `2` |
| Worst Reg-to-Reg Cells | `5` |
| Largest cells by area | `edfxtp_1 (61%), mux4_1 (13%), dfrtp_1 (7.9%)` |
| CP Launch Type | `register` |
| Total GRT Usage | `0.105` |
| Setup crit start | `U_CONTROL_UNIT.rptr_reg[0]$_DFFE_PP0P_` |
| Congestion Overflow GR | `0` |
| # port buffers | `21` |
| Crit end category | `output pin` |
| Share of cells above drive strength 1 | `0.320` |
| WL final | `approximately 2600 µm` |
| Fmax | `a little over 500 MHz` |
| Final antenna-violating net count | `0` |
| Dpl hpwl | `around 1800 µm` |
| First-pass GRT wire length | `about 4100 µm` |
| GP Congestion | `approximately 0.76` |
| Vias/cell | `roughly 4.2` |
| CTS root buf | `clkbuf_8` |
| Area grow syn2layout | `32.7%` |
| # Cells Yosys | `roughly 80` |
| Slew headroom | `0.785` |
| Syn_area_per_cell | `roughly 20 µm²` |
| First-pass iteration count of the detailed router | `4` |
| Synth Cell Area | `approximately 1600 µm²` |
| Post-CTS Hold Buffers | `0` |
| Vias in the first global route | `just under 900` |
| Clock Path Buffers | `2` |
| Seq/Total Area, Yosys | `0.704` |
| DR DRC count | `0` |
| CTS Buf Count | `5` |
| Total die area | `between 5000 and 6000 µm²` |
| Period minus WS final | `just under 2 ns` |
| Crit share post-route | `0.964` |
| Clock latency (worst-skew pair) | `0.28 ns` |
| FILL cells | `474` |
| Worst Path Required | `between 1.5 and 2 ns` |
| RSZ-0062 raised after global routing | `no` |
| Post-Route Setup TNS | `0 ns` |
| Final core occ | `0.413` |
| Most frequently placed logic cells in the final layout | `edfxtp_1 (32), clkdlybuf4s50_1 (13), buf_4 (10), mux4_2 (8)` |
| Yosys cell types | `22` |
| Clk sinks | `38` |
| H-tree depth | `2` |
| CTS tree | `built` |
| Max Slew Vio Count | `0` |
| Initial DRC count | `36` |
| Critical path class | `register to output pin` |
| Yosys reg bits | `38` |
| Tool warning count | `28` |
| Clock Pin Slew Worst Setup and Hold Paths | `around 0.070 ns` |
| Worst R2R Start | `U_CONTROL_UNIT.wptr_reg[0]$_DFFE_PP0P_` |
| Most Frequent Cell on Critical Path | `buf_6` |
| Top cell area share | `0.608` |
| Die height | `74.6 µm` |
| Register share of total power | `0.413` |
| CP max-delay cell | `mux4_2` |
| Crit-path cells | `buf_6 -> buf_6 -> mux4_2 -> clkdlybuf4s15_1` |
| Leakage | `0.772 nW` |
| WL per Instance | `13.3 µm` |
| Tightest Pin Transition | `approximately 0.32 ns` |
| Std cell rows | `26` |
| CP max FO | `2` |
| PD cells | `approximately 1400 nW/µm²` |
| Outcome | `completed` |
| Max Cap Viol | `0` |
| YS chip area | `approximately 1600 µm²` |
| Switch share | `0.242` |
| Mapped Cells | `~80` |
| Tightest Hold Check Type | `input port to async pin` |
-- final cells by class --
type | count | area, µm² | share of cell area
inverter | 4 | 15.0 | 0.00716
clock buffer | 5 | 68.8 | 0.0328
sequential | 38 | 1110 | 0.531
tap | 70 | 87.6 | 0.0418
clock inverter | 3 | 63.8 | 0.0304
timing repair buffer | 37 | 345 | 0.165
multi-input combinational | 35 | 403 | 0.192
-- metal layers --
metal  share of wire  GRT usage
met1            0.41      0.136
met4           0.015     0.0189
met5               0          0
met3           0.089     0.0508
met2            0.49      0.168
-- cell usage after synthesis --
library cell	number
a21bo_2	1
a21o_1	1
a21oi_1	1
and2_1	4
and4bb_2	2
buf_2	1
buf_6	1
clkbuf_1	1
dfrtp_1	5
dfstp_2	1
edfxtp_1	32
ha_1	4
inv_1	4
mux2i_1	1
mux4_1	8
nand2_1	2
nand3_1	1
nor2b_1	1
nor4b_1	1
o21ai_0	2
xnor2_1	5
xor2_1	1
-- cells by family after synthesis --
| family | after synthesis | share of synthesized area |
|---|---|---|
| and+or+nand+nor | 11 | 0.0491 |
| adders and majority gates | 4 | 0.0317 |
| muxes | 9 | 0.139 |
| xor gates and xnor gates | 6 | 0.0333 |
| buffers and inverters | 7 | 0.0222 |
| AOI/OAI and AO/OA | 5 | 0.0206 |
| DFF | 38 | 0.704 |
-- worst max path at each step --
stage                          to  cells after the start
after global routing  pop_data[2]                      4
final                 pop_data[2]                      4
after CTS             pop_data[3]                      4
-- power groups by stage --
stage	Combinational (mW)	Clock [mW]	Sequential (mW)
CTS	0.965	0.755	1.19
global route	1.04	0.789	1.21
finish	0.941	0.741	1.18
-- critical path, delay by kind of cell (launching register included) --
family,cells,cell delay (ns)
buffers and inverters,3,0.40
flip-flops,1,0.38
multiplexers,1,0.47
-- through the flow --
stage               cells  hold WS [ns]  cell area (µm²)  worst slack (ns)  total power [mW]
global route          192         0.370             2100           0.00348              3.03
CTS                   192         0.346             2110            0.0175              2.91
detailed placement    180         0.484             1960             0.116              2.08
global placement      180         0.484             1960             0.114              2.07
finish                192         0.344             2100            0.0724              2.87
floorplan              80         0.190             1580             0.562              1.62
-- repair_timing --
| action | in CTS | in global routing |
|---|---|---|
| setup buffers | 4 | 0 |
| gates resized | 25 | 7 |
| endpoints found under the setup margin | 8 | 7 |
| cloned | 0 | 0 |
Power is estimated from default activity; no workload was simulated.
