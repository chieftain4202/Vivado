**/design/flow/config.mk**
```make
export PLATFORM = sky130hd
export DESIGN_NAME = work_fsm_moore
export DESIGN_NICKNAME = work_fsm_moore
export VERILOG_FILES = /design/flow/design.v
export SDC_FILE = /design/flow/constraint.sdc
export NUM_CORES = 4
export LEC_CHECK = 1
export CORE_AREA = 10 10 70 70
export DIE_AREA = 0 0 80 80
```
**/design/flow/constraint.sdc**
```tcl
current_design work_fsm_moore

set clk_period 1.6
set clk_io_pct 0.2

create_clock -name clk0 -period $clk_period [get_ports {clk}]

set non_clock_inputs [all_inputs -no_clocks]
set_input_delay [expr $clk_period * $clk_io_pct] -clock clk0 $non_clock_inputs
set_output_delay [expr $clk_period * $clk_io_pct] -clock clk0 [all_outputs]
```
**/design/flow/design.v**
```verilog
`timescale 1ns / 1ps
module work_fsm_moore (
    input  clk,
    input  reset,
    input  sw,
    output out
);
    parameter s0 = 3'd0, s1 = 3'd1, s2 = 3'd2, s3 = 3'd3, s4 = 3'd4;
    reg [2:0] current_state, next_state;
    reg current_out, next_out;
    always @(posedge clk, posedge reset) begin
        if (reset) begin
            current_state <= s0;
            current_out   <= 0;
        end else begin
            current_state <= next_state;
            current_out   <= next_out;
        end
    end
    always @(*) begin
        next_state = current_state;
        next_out   = current_out;
        case (current_state)
            s0: begin
                next_out = 0;
                if (sw == 0) next_state = s1;
                else if (sw == 1) next_state = s0;
            end
            s1: begin
                if (sw == 0) next_state = s1;
                else if (sw == 1) next_state = s2;
            end
            s2: begin
                if (sw == 0) next_state = s3;
                else if (sw == 1) next_state = s0;
            end
            s3: begin
                if (sw == 0) next_state = s1;
                else if (sw == 1) next_state = s4;
            end
            s4: begin
                if (sw == 0) next_state = s1;
                else if (sw == 1) next_state = s0;
            end
        endcase
    end
    assign out = (current_state == s4) && (sw == 1) ? 1 : 0;
endmodule
```
**/design/flow/run.sh**
```bash
#!/bin/bash
# OpenROAD 26Q1-2900-gdf79404cd8, Yosys 0.63+post, stock flow scripts
make -C /OpenROAD-flow-scripts/flow DESIGN_CONFIG=/design/flow/config.mk WORK_HOME=/design/flow/orfs finish
```
==> qor.yml <==
final_util: 0.0864
combGateArea_um2: 45.0
drv_cap: 0
crit_path_start_kind: "register"
root_buffer: "clkbuf_4"
tool_warnings: 25
rsz0062_at_grt: "no"
top_cell_area_share: 0.571
grt_pass1_wl_um: 669
syn_to_final_growth_pct: 68.6
core_mm2: 0.00342
regMostFlops: "current_state"
grt_max_degree: 6
p_per_area_mw_per_mm2: 1040
finalHoldViolCount: 0
cp_cell_sequence: "and2_2 > clkdlybuf4s50_1"
wl_per_cell_um: 5.06
first_iter_violations: 9
crit_fanout: 3
fmaxAchievable_mhz: 662
synth_cells: 13
min_path_type: "in -> async"
cts_buffers: 3
postCtsSetupBuffers: 0
period_needed_ns: 1.51
synth-cells-yosys: 13
cts_sinks: 5
antenna_cells: 0
top_regs: "current_state x5"
drc: 0
ys_chip_area_um2: 175
path_class: "reg -> out"
htree_levels: 1
ir_drop_uv: 154
clk_path_buf_depth: 2
syn-cell-area_um2: 175
cts_resized: 1
yosys_warnings: 1
nFillCells: 396
hold_ws_ns: 0.277
cpPeakStageDelay_ns: 0.39
grt-ovfl-total: 0
tritoncts: "yes"
io_buffers: 3
rows: 21
clkLatencyLatePin_ns: 0.25
finClkSkew_ns: 0.00160
gp_congestion: 0.678
slowest_stage: "clkdlybuf4s50_1"
antenna_found_initial: 0
die_h_um: 80
p_leak_nw: 0.121
layout-drive-gt1-share: 0.286
max_slew_margin: 0.851
slew_viol_final: 0
crit_buf_inv: 1
avgSynthCellArea_um2: 13.5
yosysUniqueCellTypes: 9
gr-usage-all-layers: 0.0146
die_w_um: 80
stdcell_count: 67
regArea_um2: 126
clkTransAtPathRegs_ns: 0.04
worstPathArrival_ns: 1.19
grt_pass1_vias: 137
die-area_mm2: 0.00640
largest_reg_flops: 5
first_pass_iters: 2
via_count: 121
status: "completed"
synth.largest_area_cell: "dfrtp_1"
setup-violations-final: 0
synth.area.top_cells: "dfrtp_1 57%, dfstp_2 15%, and2_1 7.1%, o31a_1 5.0%, and2_2 4.3%"
fp_util: 0.0513
worstPathRequired_ns: 1.28
dp.cells: 63
worstMarginPinSlew_ns: 0.222
routed_wl_um: 339
post-route-period-util: 0.944
cts_hold_buf: 0
synth-seq-cells: 5
crit_path_end_kind: "output port"
p_total_mw: 0.307
final_antenna_net_count: 0
routed_via_density: 1.81
cpLargestDelayFamily: "buffers and inverters"
ys_seq_share: 0.721
num_io_pins: 4
[final cells by class]
| type | instances | share of cell area |
|---|---|---|
| Clock buffer | 4 | 0.0890 |
| Inverter | 1 | 0.0127 |
| Multi-Input combinational cell | 7 | 0.153 |
| Sequential cell | 5 | 0.428 |
| Tap cell | 46 | 0.195 |
| Timing Repair Buffer | 4 | 0.123 |
[logic make-up (layout without fill, tap and decap cells)]
family,Yosys count,count (layout),share of synthesized area
AOI/OAI and AO/OA,1,1,0.0500
buffers and inverters,1,9,0.0214
DFF,5,5,0.721
and+or+nand+nor,6,6,0.207
[final timing paths]
path                            cells after the start  slack (ns)               end             start
worst max register to register                      2        0.76  current_state[3]  current_state[1]
worst min-delay path                                2        0.28  current_state[1]             reset
worst min register to register                      1        0.49  current_state[1]  current_state[4]
min in group clk0                                   1        0.49  current_state[1]  current_state[4]
max in group asynchronous                           2        1.09  current_state[0]             reset
worst max-delay path                                2        0.09               out  current_state[1]
[where the power goes]
part | leakage (nW) | internal, mW | switching [mW] | total, mW
logic | 0.0406 | 0.0114 | 0.00789 | 0.0192
registers | 0.0656 | 0.137 | 0.00423 | 0.141
clock network | 0.0150 | 0.0943 | 0.0519 | 0.146
[synthesized netlist by cell type]
cell type and count:
nor2_1 1, inv_1 1, o31a_1 1, nor4_1 1
dfstp_2 1, and2_2 1, dfrtp_1 4, and2_1 2
nor2b_1 1
[per-layer routing]
metal,vias up,wire length (um),global-route usage
li1,58,-,-
met1,53,138,0.0154
met2,7,91,0.0128
met3,3,98,0.0239
met4,0,10,0.00528
met5,-,0,0
[per-stage QoR]
step	setup TNS, ns	area, um^2	setup slack (ns)
detailed placement	-0.103	270	-0.103
global route	0	295	0.0241
floorplan	0	175	0.774
CTS	0	295	0.0690
finish	0	295	0.0897
global placement	-0.102	270	-0.102
[cells in the final DEF (no fill, tap or decap)]
| cell | n |
|---|---|
| dfstp_2 | 1 |
| dfrtp_1 | 4 |
| nor2b_1 | 1 |
| buf_4 | 1 |
| and2_1 | 2 |
| inv_1 | 1 |
| dlygate4sd2_1 | 1 |
| nor2_1 | 1 |
| clkdlybuf4s50_1 | 2 |
| nor4_1 | 1 |
| o31a_1 | 1 |
| clkbuf_4 | 3 |
| and2_2 | 1 |
| clkbuf_1 | 1 |
Power is estimated from default activity; no workload was simulated.
