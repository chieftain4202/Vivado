### flow/design.v
`timescale 1ns / 1ps
module full_adder_8bit (
    input [7:0] a,
    input [7:0] b,
    output [7:0] sum,
    output carry
);
    wire w_fa4_0_c, w_fa4_1_c;
    full_adder_4bit fad0(
        .a0(a[0]),
        .a1(a[1]),
        .a2(a[2]),
        .a3(a[3]),
        .b0(b[0]),
        .b1(b[1]),
        .b2(b[2]),
        .b3(b[3]),
        .cin(1'b0),
        .sum0(sum[0]),
        .sum1(sum[1]),
        .sum2(sum[2]),
        .sum3(sum[3]),
        .carry(w_fa4_0_c)
    );
    full_adder_4bit fad1(
        .a0(a[4]),
        .a1(a[5]),
        .a2(a[6]),
        .a3(a[7]),
        .b0(b[4]),
        .b1(b[5]),
        .b2(b[6]),
        .b3(b[7]),
        .cin(w_fa4_0_c),
        .sum0(sum[4]),
        .sum1(sum[5]),
        .sum2(sum[6]),
        .sum3(sum[7]),
        .carry(carry)
    );
endmodule
module full_adder_4bit (
    input a0,
    input a1,
    input a2,
    input a3,
    input b0,
    input b1,
    input b2,
    input b3,
    input cin,
    output sum0,
    output sum1,
    output sum2,
    output sum3,
    output carry
);
    wire w_fa0_c, w_fa1_c, w_fa2_c;
    full_adder U_FA0 (
        .a(a0),
        .b(b0),
        .cin(cin),
        .sum(sum0),
        .carry(w_fa0_c)
    );
    full_adder U_FA1 (
        .a(a1),
        .b(b1),
        .cin(w_fa0_c),
        .sum(sum1),
        .carry(w_fa1_c)
    );
    full_adder U_FA2 (
        .a(a2),
        .b(b2),
        .cin(w_fa1_c),
        .sum(sum2),
        .carry(w_fa2_c)
    );
    full_adder U_FA3 (
        .a(a3),
        .b(b3),
        .cin(w_fa2_c),
        .sum(sum3),
        .carry(carry)
    );
endmodule
module full_adder (
    input  a,
    input  b,
    input  cin,
    output sum,
    output carry
);
    assign sum   = a ^ b ^ cin;
    assign carry = (a & b) | (cin & (a ^ b));
endmodule
### flow/run.sh
#!/bin/bash
# OpenROAD 26Q1-2900-gdf79404cd8, Yosys 0.63+post, stock flow scripts
make -C /OpenROAD-flow-scripts/flow DESIGN_CONFIG=/design/flow/config.mk WORK_HOME=/design/flow/orfs finish
### flow/config.mk
export PLATFORM = sky130hd
export DESIGN_NAME = full_adder_8bit
export DESIGN_NICKNAME = full_adder_8bit
export VERILOG_FILES = /design/flow/design.v
export SDC_FILE = /design/flow/constraint.sdc
export NUM_CORES = 4
export LEC_CHECK = 1
export CORE_AREA = 10 10 70 70
export DIE_AREA = 0 0 80 80
### flow/constraint.sdc
current_design full_adder_8bit

set clk_period 6.3
set clk_io_pct 0.2

create_clock -name clk0 -period $clk_period

set non_clock_inputs [all_inputs -no_clocks]
set_input_delay [expr $clk_period * $clk_io_pct] -clock clk0 $non_clock_inputs
set_output_delay [expr $clk_period * $clk_io_pct] -clock clk0 [all_outputs]
==> COMMIT_EDITMSG <==
Log flow metrics for this revision

- Status: completed
- In the layout the commonest cells are sky130_fd_sc_hd__clkdlybuf4s50_1 (24), sky130_fd_sc_hd__fa_2 (6), sky130_fd_sc_hd__inv_1 (4).
- Core region area: 0.00342 mm^2
* Worst Setup Path Type: primary input to primary output
- For the worst setup path, the data required time is 5.04 ns.
- In this run the layout overhead on the synthesized area is reported as 116%.
- Sequential elements use 0% of the synthesized area.
* Post-cts hold-fix buffer tally: 0
* Path type of the worst min-delay path: primary input to primary output
- Buffers inserted by post-CTS timing repair: 0
* GRT busiest layer: met1
- Per the layout area report, the register area comes to 0 um^2.
* Routability congestion estimate: 0.807
* Yosys Instances: 21
- In the placement report, post-DP HPWL is listed as 690 um.
- Entering global routing, the biggest net connects 2 pins.
- Global-route track usage on met2: 2.49%
* Worst Path Max Fanout: 1
- The final layout reports a setup TNS of 0 ns.
- Most common cell after layout, fill and taps aside: sky130_fd_sc_hd__clkdlybuf4s50_1
* Distinct lib cells used: 4
- Per the post-route antenna check, the number of violating nets is 0.
- The first global-routing pass estimated 1060 um of wire.
- Count of warning messages emitted by the tools: 32
* Cell count after synthesis: 21
* Detailed router's first-iteration violation count: 0
* Relative slew margins: 93.0%
- Die height: 80 um
- STA classifies the critical path startpoint as a primary input.
- Setup repair after global routing missed its margin: no
* Critical Path End Type: primary output
* Via count of the first global-routing pass: 235
* Synthesized cell area: 231 um^2
* Least-Margin Pin Slew: 0.105 ns
- Data arrival time at the worst-slack endpoint: 4.76 ns
- The area recorded from the Yosys report for this design is 231 um^2.
* Final critical delay including setup and external delays: 6.02 ns
* Average detailed-routed wire length per instance: 8.45 um
- Once layout is complete, the utilization of the core stands at 14.6%.
- Routing usage on met3: 1.93%
- Peak VDD IR: 26.4 uV
- In the log, the iteration count for the first detailed-route pass is 1.
* Reported leakage power: 0.186 nW
* Total global-route track usage: 2.05%
* Overall routed net length: 710 um
- The final route contains 197 vias.
* Antenna violations before repair: 0
- Layout cell share with drive strength beyond 1: 21.1%
- Area of combinational cells with multiple inputs: 170 um^2
* Max_cap viols: 0
- For reference, the final report shows the max-slew violation count at 0.
* Yosys warning tally: 0
- After floorplanning, the die was sized to cover 0.00640 mm^2.
- Post-route period utilization is reported as 95.5%.
* Sequential cells: 0
* Cell Rows: 21
- Die outline width: 80 um
- Number of hold-slack violations in the final timing report: 0
- Starting density of the core: 6.78%
* Number of fill cells in the layout: 394
- The design draws 0.0411 mW.
* Antenna cell count: 0
- # port buffers: 25
- The script logs the ratio of routed vias to standard cells as 2.35.
- DRC Markers: 0
- According to the I/O placement log, the pin count is 25.
- Global-route congestion overflow total: 0
- Power Density: 82.4 mW/mm^2
- Routing resource usage on met1 recorded by global route was 2.69%.
- A synthesized cell averages 11.0 um^2.
- Final-report setup violation count: 0
- Number of clock buffers in the layout: 0
- Based on the critical path, the design can be clocked at up to 166 MHz.
[Yosys cell counts]
library cell,n,area (um^2)
sky130_fd_sc_hd__buf_4,8,60.1
sky130_fd_sc_hd__fa_1,7,140
sky130_fd_sc_hd__inv_1,5,18.8
sky130_fd_sc_hd__ha_1,1,12.5
[cell type report]
type                       instances  share of cell area (%)
inverter                           5                    3.76
tap                               46                    11.5
multi-input combinational          8                    34.1
timing repair buffer              25                    50.6
[per-layer routing]
metal  part of all wire [%]  up-vias
met1                     41       89
met3                     26        0
li1                       -       85
met4                      0        0
met5                      0        -
met2                     33       23
[repair_timing]
| action | in CTS | in global routing |
|---|---|---|
| gates resized | 4 | 5 |
| pin swaps | 0 | 7 |
| setup endpoints to repair | 1 | 1 |
[power by group]
part / switching, mW / leakage (nW) / internal, mW
Clock: 0 / 0 / 0
Combinational: 0.0109 / 0.186 / 0.0303
Sequential: 0 / 0 / 0
Total: 0.0109 / 0.186 / 0.0303
[logic make-up after synthesis]
logic type / after synthesis / share of synthesized area (%)
buffers and inverters: 13 / 34.1
adders and majority gates: 8 / 65.9
[worst max-delay path, stage by stage]
cell and delay (ns):
sky130_fd_sc_hd__clkdlybuf4s50_1 0.41, sky130_fd_sc_hd__ha_2 0.19, sky130_fd_sc_hd__fa_2 0.37, sky130_fd_sc_hd__fa_2 0.40, sky130_fd_sc_hd__fa_2 0.37, sky130_fd_sc_hd__fa_2 0.38
sky130_fd_sc_hd__fa_2 0.37, sky130_fd_sc_hd__fa_2 0.53, sky130_fd_sc_hd__clkdlybuf4s50_1 0.47
[per-stage QoR]
step | area [um^2] | worst slack (ns) | instances | hold WS [ns]
2_1_floorplan | 231 | 0.754 | 21 | 2.69
3_3_place_gp | 479 | -0.151 | 84 | 3.55
3_5_place_dp | 479 | -0.170 | 84 | 3.56
4_1_cts | 489 | 0.00116 | 84 | 3.57
5_1_grt | 499 | 0.143 | 84 | 3.35
6_report | 499 | 0.284 | 84 | 3.31
[worst paths after layout]
path	from	endpoint	cells after the start	slack, ns
max	b[0]	sum[6]	9	0.28
min	b[7]	sum[7]	5	3.31
Power figures rest on the tool's default switching activity, not on a simulated workload.
